==> flow/design.v <==
module accumulator(lda,clk,shfta,clra,z,a);
parameter N=8;
parameter alpha=3;
input lda,clk,shfta,clra;
input [N-1:0] z;
output reg [N-1:0]a;
always @(posedge clk)
if(clra) a[N-1:0]<=0;
else if(lda) a[N-1:0]<=z[N-1:0];
else if(shfta) a[N-1:0]<={a[N-1],a[N-1:1]};
endmodule
module multiplier(clk,ldq,data_inQ,shftq,clrq,prev,q);
parameter N=8;
parameter alpha=3;
input clk,ldq,shftq,clrq,prev;
input [N-1:0] data_inQ;
output reg [N-1:0] q;
always @(posedge clk)
if(clrq==1'b1) q[N-1:0]<=0;
else if(ldq==1'b1) q[N-1:0]<=data_inQ;
else if(shftq==1'b1) q[N-1:0]<={prev,q[N-1:1]};
endmodule
module store(shftff,clk,clrff,prev,qm1);
input shftff,clk,clrff,prev;
output reg qm1;
always@(posedge clk)
if(clrff==1'b1) qm1<=1'b0;
else if(shftff==1'b1) qm1<=prev;
endmodule
module ALU(a,m,addsub,clk,z);
parameter N=8;
parameter alpha=3;
input [N-1:0] a,m;
input addsub,clk;
output reg [N-1:0] z;
always@(posedge clk)
if(addsub==1'b1) z[N-1:0]<= a[N-1:0]+m[N-1:0];
else if(addsub==1'b0) z[N-1:0]<=a[N-1:0]-m[N-1:0];
endmodule
module multiplicand(ldm,clrm,clk,data_inM,m);
parameter N=8;
parameter alpha=3;
input ldm,clk,clrm;
input [N-1:0] data_inM;
output reg [N-1:0] m;
always@(posedge clk)
if(clrm==1'b1) m[N-1:0]<=0;
else if(ldm==1'b1) m[N-1:0]<=data_inM;
endmodule
module counter(clk,decr,ldcount,count);
parameter N=8;
parameter alpha=3;
input clk,decr,ldcount;
output reg[alpha:0]count;
always @(ldcount,decr)
if(ldcount==1'b1) count<=N;
else if(decr==1'b1) count <= count-1;
endmodule
module comparator(clk,q0,qm1,comp,value);
input clk,q0,qm1,comp;
output reg[1:0] value;
always@(comp)
if(comp==1'b1) value<={q0,qm1};
endmodule 
module finalans(clk,a,q,ans);
parameter N=8;
parameter alpha=3;
input clk;
input [N-1:0] a,q;
output reg [(N+N)-1:0] ans;
always @(posedge clk)
ans[(N+N)-1:0]<={a,q};
endmodule
module datapath(clk,clra,lda,shfta,ldq,data_inQ,shftq,clrq,shftff,clrff,addsub,data_inM,ldm,clrm,ldcount,decr,comp,ans,count,value,a,q,qm1);
parameter N=8;
parameter alpha=3;
input clk,clra,lda,shfta,ldq,shftq,clrq,shftff,clrff,addsub,ldm,clrm,ldcount,decr,comp;
input [N-1:0] data_inQ,data_inM;
output wire [(N+N)-1:0] ans;
output wire[1:0] value;
output wire[alpha:0] count;
wire [N-1:0] z,m;
output [N-1:0] a,q;
output qm1;
finalans result(clk,a,q,ans);
comparator co(clk,q[0],qm1,comp,value);
counter cnt(clk,decr,ldcount,count);
multiplicand mut(ldm,clrm,clk,data_inM,m);
ALU alu(a,m,addsub,clk,z);
store str(shftff,clk,clrff,q[0],qm1);
multiplier mult(clk,ldq,data_inQ,shftq,clrq,a[0],q);
accumulator acc(lda,clk,shfta,clra,z,a);
endmodule
module controlpath(clk,clra,lda,shfta,ldq,data_inQ,shftq,clrq,shftff,clrff,addsub,data_inM,ldm,clrm,ldcount,decr,comp,count,value,start,state);
parameter N=8;
parameter alpha=3;
input [alpha:0] count;
input [1:0] value;
input start;
input clk;
output  reg clra,lda,shfta,ldq,shftq,clrq,shftff,clrff,addsub,ldm,clrm,ldcount,decr,comp;
input [N-1:0] data_inQ,data_inM;
parameter s0=3'b000,s1=3'b001,s2=3'b010,s3=3'b011,s4=3'b100,s5=3'b101,s6=3'b110,s7=3'b111;
output reg [2:0] state;
always @(posedge clk)
case(state)
    s0: if(start) state<=s1;
    s1: state<=s2;
    s2: if(value==2'b01) state<=s3;
        else if(value==2'b10) state<=s4;
        else state<=s5;
    s3: state<=s7;
    s4: state<=s7;
    s5: if(count==0) state<=s6;
        else state<=s2;
    s6: state<=s6;
    s7: state<=s5;
    default : state <= s0;
   endcase
always @(state)
case(state)
 s0 : begin
      clrm<=1'b1;
      clrq<=1'b1;
      clra<=1'b1;
      clrff<=1'b1;
      lda<=1'b0;
      shfta<=1'b0;
      ldq<=1'b0;
      shftq<=1'b0;
      shftff<=1'b0;
      addsub<=1'b0;
      ldm<=1'b0;
      ldcount<=1'b0;
      decr<=1'b0;
      comp<=1'b0;
      end
 s1: begin
     clrm<=1'b0;
     clrq<=1'b0;
     clra<=1'b0;
     clrff<=1'b0;
     ldq<=1'b1;
     ldm<=1'b1;
     ldcount<=1'b1;
     end
 s2: begin
     ldm<=1'b0;
     ldcount<=1'b0;
     ldq<=1'b0;
     shfta<=1'b0;
     shftq<=1'b0;
     shftff<=1'b0;
     comp<=1'b1;
     decr<=1'b0;
     end
 s3: begin
        comp<=1'b0;
        addsub<=1'b1;
     end
 s4: begin
        comp=1'b0;
        addsub=1'b0;
     end
 s5: begin
        comp<=1'b0;
        shfta<=1'b1;
        shftq<=1'b1;
        shftff<=1'b1;
        decr<=1'b1;
        lda<=1'b0;
     end
  s6: begin
        clrm<=1'b1;
        clrq<=1'b0;
        clra<=1'b0;
        clrff<=1'b0;
        lda<=1'b0;
        shfta<=1'b0;
        ldq<=1'b0;
        shftq<=1'b0;
        shftff<=1'b0;
        addsub<=1'b0;
        ldm<=1'b0;
        ldcount<=1'b0;
        decr<=1'b0;
        comp<=1'b0;
      end
  s7:  begin
       lda<=1'b1;
          end
  default: begin
            clrm<=1'b1;
        clrq<=1'b1;
        clra<=1'b1;
        clrff<=1'b1;
        lda<=1'b0;
        shfta<=1'b0;
        ldq<=1'b0;
        shftq<=1'b0;
        shftff<=1'b0;
        addsub<=1'b0;
        ldm<=1'b0;
        ldcount<=1'b0;
        decr<=1'b0;
        comp<=1'b0;
           end
endcase
endmodule
==> flow/run.sh <==
#!/bin/bash
# OpenROAD 26Q1-2900-gdf79404cd8, Yosys 0.63+post, stock flow scripts
make -C /OpenROAD-flow-scripts/flow DESIGN_CONFIG=/design/flow/config.mk WORK_HOME=/design/flow/orfs finish
==> flow/config.mk <==
export PLATFORM = sky130hd
export DESIGN_NAME = controlpath
export DESIGN_NICKNAME = controlpath
export VERILOG_FILES = /design/flow/design.v
export SDC_FILE = /design/flow/constraint.sdc
export NUM_CORES = 4
export LEC_CHECK = 1
export CORE_AREA = 10 10 70 70
export DIE_AREA = 0 0 80 80
==> flow/constraint.sdc <==
current_design controlpath

set clk_period 1.8
set clk_io_pct 0.2

create_clock -name clk0 -period $clk_period [get_ports {clk}]

set non_clock_inputs [all_inputs -no_clocks]
set_input_delay [expr $clk_period * $clk_io_pct] -clock clk0 $non_clock_inputs
set_output_delay [expr $clk_period * $clk_io_pct] -clock clk0 [all_outputs]
==> run summary <==
post-detail-place hpwl: 972 um
Post-DRT Antenna Nets: 0
Clock Tree Root: clkbuf_4
Critical R2R Launch: state[0]$_DFFE_PP_
IO Pins: 41
skew final: 0.000689 ns
Num CTS Buffers: 3
number of unconstrained endpoints: 21
CP Buf/Inv Count: 1
crit-path max FO: 2
Gate Count Post-Synth: 53
final antenna diode count: 0
vias: 391
Hold/Removal Path Class: reg -> reg
cells in synth_stat.txt: 53
Worst path slowest cell: clkdlybuf4s50_1
CTS Hold Buffers Added: 0
postcts setup bufs: 0
All-Layer GR Usage: 3.43%
core area: 3420 sq um
post_cts resized: 0
yosys stat chip area: 452 sq um
number of global-route vias before repair: 404
post-route cell area: 728 sq um
drt total wl: 1.12 mm
H-tree levels: 1
CTS tree: done
Synth top area share: 23.3%
Setup crit end: state[0]
Layout Cells excl Fill: 120
CP endpoint kind: output pin
Setup CP Type: reg -> out
DR vias/cell: 3.26
RSZ-0062 raised after global routing: false
reg2reg setup slack: 0.60 ns
relative slew slack: 82.9%
Area Overhead vs Synth: 61.2%
die area: 6400 sq um
clk latency late pin: 0.23 ns
Worst EP arrival: 1.05 ns
Pre-Repair DR Iteration Count: 4
Leakage: 0.301 nW
DRC violations left: 0
register pins left without a clock: 7
largest net degree at the start of global routing: 15
final hold viol count: 0
total congestion overflow: 0
power per cell area: 1450 nW/um^2
port bufs: 24
Crit path largest cell delay: 0.47 ns
maximum vdd drop: 0.246 mV
tool warnings: 41
clock slew at reported path FFs: 0.04 ns
Worst-Margin Slew: 0.253 ns
std cell rows: 21
Mapped Area: 452 sq um
synth unique cells: 20
wire length per cell: 9.32 um
Final setup viols: 0
antenna violations before repair: 0
max cap viols: 0
Die X: 80 um
ys flops: 10
Placed Cells: 116
CP Depth: 1
RD Place Congestion: 0.776
pre-placement core utilization: 13.2%
Die Y: 80 um
reg2reg path depth: 4
min Tclk post-route: 1.41 ns
clock buffer depth: 2
critical path required time: 1.44 ns
share of cells above drive strength 1: 10.8%
delay-heaviest family, CP: buffers and inverters
startpoint types: flip-flop
area leader, netlist: dlxtn_1
Final Cycle Share: 78.5%
Slew Limit Fails: 0
Cell Area, Placed: 702 sq um
Setup TNS Final: 0 ns
fmax: 708 MHz
Setup crit start: state[0]$_DFFE_PP_
Iter 0 DRT Violations: 13
critical path cell sequence: clkdlybuf4s50_1
average size of a mapped cell: 8.52 sq um
top cells, area: dlxtn_1 (23%), edfxtp_1 (20%), buf_4 (13%)
synthesis warning total: 1
hold slack: 0.791 ns
reg2reg end: state[0]$_DFFE_PP_
outcome: finished clean
first-pass GRT wire length: 1.83 mm
## worst reg2reg max path, delay by kind of cell, from the launching register on
kind,cells,cell delay [ns]
flops,1,0.38
buf+inv,1,0.21
simple gates,1,0.14
compound gates,2,0.21
## flip-flops by register name, summed over array words and instances, names as in the netlist
| signal | flops |
|---|---|
| comp | 1 |
| clra | 1 |
| shftq | 1 |
| state | 3 |
| lda | 1 |
| addsub | 1 |
| ldq | 1 |
| clrm | 1 |
## synth_stat cells
master,n
and2_1,1
a21boi_1,1
inv_1,3
nand2b_1,1
a21o_1,1
nand3_1,1
buf_4,8
a21oi_1,2
o21ai_0,1
edfxtp_1,3
xnor2_1,3
dlxtn_1,7
buf_2,2
nor2_1,7
and3_1,2
a31oi_1,1
a21oi_2,1
o41ai_2,1
nand2_1,5
nor2b_1,2
## metal layers
layer / routed length, um / GRT usage [%]
met1: 428 / 4.00
met2: 503 / 5.70
met3: 149 / 1.14
met4: 36 / 1.23
met5: 0 / 0
## through the flow
step	setup slack [ns]	power, mW	utilization, %
CTS	0.359	1.08	21.3
detailed placement	0.264	0.956	20.5
global route	0.325	1.16	21.3
global placement	0.291	0.949	20.5
finish	0.388	1.05	21.3
floorplan	0.755	0.662	-
## cells in the final DEF (no fill, tap or decap)
cell type / n
nor2_1: 7
a21boi_1: 1
nand3_1: 1
o41ai_2: 1
o21ai_0: 1
and3_1: 2
dlxtn_1: 7
edfxtp_1: 3
nand2_1: 5
clkbuf_1: 1
a21oi_2: 1
a21o_1: 1
xnor2_1: 3
inv_1: 3
nand2b_1: 1
a31oi_1: 1
a21oi_1: 2
and2_1: 1
nor2b_1: 2
clkbuf_4: 3
clkdlybuf4s50_1: 24
buf_4: 3
## where the power goes
group	leakage, nW	total, mW	switching (mW)	internal [mW]
sequential	0.0849	0.302	0.0406	0.262
combinational	0.201	0.634	0.237	0.397
clock	0.0150	0.118	0.0347	0.0831
## logic make-up after synthesis
family                    count (synthesis)  synth area share (%)
AOI/OAI and AO/OA                         8                  13.6
xor gates and xnor gates                  3                  5.82
buffers and inverters                    13                  18.0
DFF                                       3                  19.9
latches                                   7                  23.3
and+or+nand+nor                          19                  19.4
## how the worst min path moves through the flow
stage	depth (start not counted)	end	startpoint
after CTS	3	state[2]$_DFFE_PP_	state[1]$_DFFE_PP_
after global routing	3	state[2]$_DFFE_PP_	state[1]$_DFFE_PP_
final	3	state[2]$_DFFE_PP_	state[1]$_DFFE_PP_
## final cells by class
type | instances | area [sq um]
timing repair buffer | 27 | 263
tap | 46 | 57.6
clock buffer | 4 | 26.3
inverter | 3 | 11.3
multi-input combinational | 30 | 175
fill | 374 | 2690
sequential | 10 | 195
Power figures rest on the tool's default switching activity, not on a simulated workload.
